`design/flow/config.mk`:
```
export PLATFORM = sky130hd
export DESIGN_NAME = ALU
export DESIGN_NICKNAME = ALU
export VERILOG_FILES = /design/flow/design.v
export SDC_FILE = /design/flow/constraint.sdc
export NUM_CORES = 4
export LEC_CHECK = 1
export CORE_UTILIZATION = 50
```
`design/flow/constraint.sdc`:
```
current_design ALU

set clk_period 22.2
set clk_io_pct 0.2

create_clock -name clk0 -period $clk_period

set non_clock_inputs [all_inputs -no_clocks]
set_input_delay [expr $clk_period * $clk_io_pct] -clock clk0 $non_clock_inputs
set_output_delay [expr $clk_period * $clk_io_pct] -clock clk0 [all_outputs]
```
`design/flow/design.v`:
```
module ALU_Slice( a, b, cin, less, ctl, cout, out, sumAdd ) ;
  input a, b, cin, less ;
  input[2:0] ctl ;
  output cout, out, sumAdd ;
  wire e1, e2, bi, slt ;
  and (e1, a, b) ;
  or (e2, a, b) ;
  xor (bi, b, ctl[2]) ;
  FA fa( .a(a), .b(bi), .cin(cin), .sum(sum), .cout(cout) ) ;
  assign sumAdd = sum ;
  assign slt = less? 1'b1: 1'b0 ;
  MUX4_1 mux4to1( .i0(e1), .i1(e2), .i2(sum), .i3(less), .sel(ctl[1:0]), .out(out) ) ;
endmodule
module FA( a, b, cin, sum, cout ) ;
  input a, b, cin ;
  output sum, cout ;
  wire e1, e2, e3 ;
  xor (e1, a, b) ;
  and (e2, a, b) ;
  xor (sum, e1, cin ) ;
  and(e3, e1, cin) ;
  xor(cout, e3, e2) ;
endmodule
module MUX4_1( i0, i1, i2, i3, sel, out );
  input i0, i1, i2, i3 ;
  input[1:0] sel ;
  output out ;
  assign out = (sel[1])?(sel[0]?i3:i2):(sel[0]?i1:i0) ;
endmodule
module ALU( ctl, dataA, dataB, dataOut, zero );
  input [2:0] ctl ;
  input [31:0] dataA ;
  input [31:0] dataB ;
  output [31:0] dataOut ;
  output zero ;
  wire [31:0] cout, sumAdd ;
  wire [31:0] result ;  
  wire inv, set ;
  wire zero ;
  assign set = sumAdd[31] ;
  assign zero = ( result == 32'b0 ) ? 1'b1 : 1'b0 ;
  ALU_Slice slice0( .a(dataA[0]), .b(dataB[0]), .cin(ctl[2]), .less(set), .ctl(ctl), .cout(cout[0]), .out(result[0]), .sumAdd(sumAdd[0] ) ) ;
  ALU_Slice slice1( .a(dataA[1]), .b(dataB[1]), .cin(cout[0]), .less(1'b0), .ctl(ctl), .cout(cout[1]), .out(result[1]), .sumAdd(sumAdd[1] ) ) ;
  ALU_Slice slice2( .a(dataA[2]), .b(dataB[2]), .cin(cout[1]), .less(1'b0), .ctl(ctl), .cout(cout[2]), .out(result[2]), .sumAdd(sumAdd[2] ) ) ;
  ALU_Slice slice3( .a(dataA[3]), .b(dataB[3]), .cin(cout[2]), .less(1'b0), .ctl(ctl), .cout(cout[3]), .out(result[3]), .sumAdd(sumAdd[3] ) ) ;
  ALU_Slice slice4( .a(dataA[4]), .b(dataB[4]), .cin(cout[3]), .less(1'b0), .ctl(ctl), .cout(cout[4]), .out(result[4]), .sumAdd(sumAdd[4] ) ) ;
  ALU_Slice slice5( .a(dataA[5]), .b(dataB[5]), .cin(cout[4]), .less(1'b0), .ctl(ctl), .cout(cout[5]), .out(result[5]), .sumAdd(sumAdd[5] ) ) ;
  ALU_Slice slice6( .a(dataA[6]), .b(dataB[6]), .cin(cout[5]), .less(1'b0), .ctl(ctl), .cout(cout[6]), .out(result[6]), .sumAdd(sumAdd[6] ) ) ;
  ALU_Slice slice7( .a(dataA[7]), .b(dataB[7]), .cin(cout[6]), .less(1'b0), .ctl(ctl), .cout(cout[7]), .out(result[7]), .sumAdd(sumAdd[7] ) ) ;
  ALU_Slice slice8( .a(dataA[8]), .b(dataB[8]), .cin(cout[7]), .less(1'b0), .ctl(ctl), .cout(cout[8]), .out(result[8]), .sumAdd(sumAdd[8] ) ) ;
  ALU_Slice slice9( .a(dataA[9]), .b(dataB[9]), .cin(cout[8]), .less(1'b0), .ctl(ctl), .cout(cout[9]), .out(result[9]), .sumAdd(sumAdd[9] ) ) ;
  ALU_Slice slice10( .a(dataA[10]), .b(dataB[10]), .cin(cout[9]), .less(1'b0), .ctl(ctl), .cout(cout[10]), .out(result[10]), .sumAdd(sumAdd[10] ) ) ;
  ALU_Slice slice11( .a(dataA[11]), .b(dataB[11]), .cin(cout[10]), .less(1'b0), .ctl(ctl), .cout(cout[11]), .out(result[11]), .sumAdd(sumAdd[11] ) ) ;
  ALU_Slice slice12( .a(dataA[12]), .b(dataB[12]), .cin(cout[11]), .less(1'b0), .ctl(ctl), .cout(cout[12]), .out(result[12]), .sumAdd(sumAdd[12] ) ) ;
  ALU_Slice slice13( .a(dataA[13]), .b(dataB[13]), .cin(cout[12]), .less(1'b0), .ctl(ctl), .cout(cout[13]), .out(result[13]), .sumAdd(sumAdd[13] ) ) ;
  ALU_Slice slice14( .a(dataA[14]), .b(dataB[14]), .cin(cout[13]), .less(1'b0), .ctl(ctl), .cout(cout[14]), .out(result[14]), .sumAdd(sumAdd[14] ) ) ;
  ALU_Slice slice15( .a(dataA[15]), .b(dataB[15]), .cin(cout[14]), .less(1'b0), .ctl(ctl), .cout(cout[15]), .out(result[15]), .sumAdd(sumAdd[15] ) ) ;
  ALU_Slice slice16( .a(dataA[16]), .b(dataB[16]), .cin(cout[15]), .less(1'b0), .ctl(ctl), .cout(cout[16]), .out(result[16]), .sumAdd(sumAdd[16] ) ) ;
  ALU_Slice slice17( .a(dataA[17]), .b(dataB[17]), .cin(cout[16]), .less(1'b0), .ctl(ctl), .cout(cout[17]), .out(result[17]), .sumAdd(sumAdd[17] ) ) ;
  ALU_Slice slice18( .a(dataA[18]), .b(dataB[18]), .cin(cout[17]), .less(1'b0), .ctl(ctl), .cout(cout[18]), .out(result[18]), .sumAdd(sumAdd[18] ) ) ;
  ALU_Slice slice19( .a(dataA[19]), .b(dataB[19]), .cin(cout[18]), .less(1'b0), .ctl(ctl), .cout(cout[19]), .out(result[19]), .sumAdd(sumAdd[19] ) ) ;
  ALU_Slice slice20( .a(dataA[20]), .b(dataB[20]), .cin(cout[19]), .less(1'b0), .ctl(ctl), .cout(cout[20]), .out(result[20]), .sumAdd(sumAdd[20] ) ) ;
  ALU_Slice slice21( .a(dataA[21]), .b(dataB[21]), .cin(cout[20]), .less(1'b0), .ctl(ctl), .cout(cout[21]), .out(result[21]), .sumAdd(sumAdd[21] ) ) ;
  ALU_Slice slice22( .a(dataA[22]), .b(dataB[22]), .cin(cout[21]), .less(1'b0), .ctl(ctl), .cout(cout[22]), .out(result[22]), .sumAdd(sumAdd[22] ) ) ;
  ALU_Slice slice23( .a(dataA[23]), .b(dataB[23]), .cin(cout[22]), .less(1'b0), .ctl(ctl), .cout(cout[23]), .out(result[23]), .sumAdd(sumAdd[23] ) ) ;
  ALU_Slice slice24( .a(dataA[24]), .b(dataB[24]), .cin(cout[23]), .less(1'b0), .ctl(ctl), .cout(cout[24]), .out(result[24]), .sumAdd(sumAdd[24] ) ) ;
  ALU_Slice slice25( .a(dataA[25]), .b(dataB[25]), .cin(cout[24]), .less(1'b0), .ctl(ctl), .cout(cout[25]), .out(result[25]), .sumAdd(sumAdd[25] ) ) ;
  ALU_Slice slice26( .a(dataA[26]), .b(dataB[26]), .cin(cout[25]), .less(1'b0), .ctl(ctl), .cout(cout[26]), .out(result[26]), .sumAdd(sumAdd[26] ) ) ;
  ALU_Slice slice27( .a(dataA[27]), .b(dataB[27]), .cin(cout[26]), .less(1'b0), .ctl(ctl), .cout(cout[27]), .out(result[27]), .sumAdd(sumAdd[27] ) ) ;
  ALU_Slice slice28( .a(dataA[28]), .b(dataB[28]), .cin(cout[27]), .less(1'b0), .ctl(ctl), .cout(cout[28]), .out(result[28]), .sumAdd(sumAdd[28] ) ) ;
  ALU_Slice slice29( .a(dataA[29]), .b(dataB[29]), .cin(cout[28]), .less(1'b0), .ctl(ctl), .cout(cout[29]), .out(result[29]), .sumAdd(sumAdd[29] ) ) ;
  ALU_Slice slice30( .a(dataA[30]), .b(dataB[30]), .cin(cout[29]), .less(1'b0), .ctl(ctl), .cout(cout[30]), .out(result[30]), .sumAdd(sumAdd[30] ) ) ;
  ALU_Slice slice31( .a(dataA[31]), .b(dataB[31]), .cin(cout[30]), .less(1'b0), .ctl(ctl), .cout(cout[31]), .out(result[31]), .sumAdd(sumAdd[31] ) ) ;
  assign dataOut = result ;
endmodule
```
`design/flow/run.sh`:
```
#!/bin/bash
# OpenROAD 26Q1-2900-gdf79404cd8, Yosys 0.63+post, stock flow scripts
make -C /OpenROAD-flow-scripts/flow DESIGN_CONFIG=/design/flow/config.mk WORK_HOME=/design/flow/orfs finish
```
==> qor.json <==
{
  "io_buffer_count": 100,
  "maximum_vdd_drop_uv": 16.4,
  "worst_hold_startpoint": "dataB[0]",
  "top_logic_kind": "adder cells",
  "synthesis_to_finish_area_growth_pct": 44.9,
  "routed_via_density": 5.42,
  "syn-cell-area_um2": 2070,
  "cp-end-kind": "output pin",
  "dr_total_vias": 1887,
  "crit_start": "dataB[0]",
  "drive_above_1_share_pct": 19.0,
  "slew_headroom_pct": 67.3,
  "synth_chip_area_um2": 2070,
  "postSynthCellCount": 234,
  "yosysWarnings": 1,
  "warning_count": 37,
  "min_period_over_period_pct": 98.4,
  "detailedPlacementHpwl_um": 3880,
  "initial_antenna_violation_count": 0,
  "count_of_instantiated_cells_in_the_yosys_netlist": 234,
  "xor_xnor_share_pct": 14.0,
  "worst_ep_required_time_ns": 17.76,
  "hp-class": "input port to output pin",
  "vias_in_the_first_global_route": 1822,
  "cp_slowest_cell": "mux4_2",
  "n_sequential_cell": 0,
  "worst_slew_pin_slew_ns": 0.490,
  "die-height_um": 66.3,
  "critPathArrivalTime_ns": 17.41,
  "gp_congestion": 0.825,
  "holdWs_ns": 9.70,
  "crit_family": "adder cells",
  "clock_buffer_cells": 0,
  "ioPinCount": 100,
  "grt_max_degree": 54,
  "layout.cells.non_filler": 348,
  "max_clk_rate_mhz": 45.8,
  "powerDensity_nw_per_um2": 28.9,
  "grt.overflow.total": 0,
  "static-leakage-power_nw": 1.10,
  "critPathMaxFanout": 2,
  "yosysUniqueCellTypes": 24,
  "chipWidth_um": 66.3,
  "timing.final.setup_violations": 0,
  "path_class": "input port to output pin",
  "first_pass_grt_wire_length_um": 7950,
  "number_of_hold_violations_in_the_final_report": 0,
  "initialDrtViolationCount": 85,
  "n_antenna_cell": 0,
  "initCoreUtil_pct": 54.4,
  "sequential_cell_area_um2": 0,
  "drt_pass1_iterations": 4,
  "fraction_of_the_yosys_area_taken_by_sequential_cells_pct": 0,
  "ys_sh_adder_pct": 35.7,
  "detail-route-antenna-nets": 0,
  "gr-usage-all-layers_pct": 24.2,
  "postSynthAreaPerCell_um2": 8.83,
  "cp_num_buf_inv": 2,
  "route.detailed.wl_per_inst_um": 14.2,
  "dp.cells": 345,
  "floorplan.rows": 22,
  "final.min_clock_period_ns": 21.85,
  "placeableCoreArea_um2": 3800,
  "postRouteWirelength_um": 4940,
  "setup.worst_path.start_class": "input port",
  "hold_end": "dataOut[0]",
  "ys_sh_mux_pct": 1.64,
  "post-route-drc-count": 0,
  "critPathMostFrequentCell": "fa_2",
  "synthAoiAreaFrac_pct": 21.6,
  "max-cap-violations": 0,
  "final_max_slew_viol_count": 0,
  "timing.critical_path.slowest_cell_delay_ns": 0.51,
  "total_power_uw": 86.4,
  "holdPathStages": 7,
  "setup_repair_after_global_routing_missed_its_margin": "yes",
  "chipArea_um2": 4390,
  "synth.cellmix.simpleShare_pct": 10.6,
  "outcome": "complete, no violations"
}
==> per-layer routing <==
metal / part of all wire, % / GRT usage [%] / routed length [um] / vias to the layer above
li1: - / - / - / 924
met1: 46 / 36.7 / 2280 / 897
met2: 47 / 40.3 / 2340 / 66
met3: 6.6 / 4.02 / 324 / 0
met4: 0 / 0 / 0 / 0
met5: 0 / 0 / 0 / -
==> cells by family (layout without fill, tap and decap cells) <==
| family | after synthesis | count (layout) |
|---|---|---|
| compound gates | 71 | 71 |
| xor+xnor | 33 | 33 |
| fa+ha+maj | 43 | 43 |
| buf+inv | 53 | 119 |
| mux | 2 | 2 |
| simple gates | 32 | 32 |
==> worst max-delay path by stage <==
stage / cells after the start / slack [ns] / endpoint
CTS: 38 / -0.07 / zero
finish: 38 / 0.35 / zero
global route: 38 / -0.01 / zero
==> metrics by stage <==
step / TNS [ns] / cell area (um^2) / setup slack (ns) / utilization (%)
finish: 0 / 2990 / 0.345 / 78.8
global route: -0.0146 / 2990 / -0.0146 / 78.8
CTS: -0.0668 / 2990 / -0.0668 / 78.8
detailed placement: -3.41 / 2930 / -1.22 / 77.1
global placement: -2.98 / 2930 / -1.12 / 77.1
floorplan: 0 / 2120 / 0.0198 / -
==> worst min-delay path: cells and delay by family <==
family | cells | cell delay, ns
buffers and inverters | 5 | 0.41
muxes | 1 | 0.28
adders and majority gates | 1 | 0.13
==> cells in the final DEF, fill, tap and decap left out, drive strengths merged <==
| master | netlist | layout |
|---|---|---|
| a21oi | 20 | 20 |
| a22o | 11 | 11 |
| a22oi | 20 | 20 |
| and4 | 2 | 2 |
| buf | 38 | 20 |
| clkdlybuf4s50 | 0 | 93 |
| dlygate4sd2 | 0 | 2 |
| fa | 30 | 30 |
| ha | 2 | 2 |
| inv | 4 | 4 |
| maj3 | 11 | 11 |
| mux2 | 1 | 1 |
| mux4 | 1 | 1 |
| nand2b | 20 | 20 |
| nor2 | 1 | 1 |
| nor2b | 1 | 1 |
| nor4 | 6 | 6 |
| o21ai | 20 | 20 |
| or4 | 2 | 2 |
| xnor2 | 2 | 2 |
| xor2 | 31 | 31 |
==> Yosys cell counts (all sizes together) <==
| cell type | n | area (um^2) |
|---|---|---|
| mux4 | 1 | 22.5 |
| maj3 | 11 | 113 |
| a22o | 11 | 96.3 |
| nor2b | 1 | 13.8 |
| xnor2 | 2 | 17.5 |
| o21ai | 20 | 100 |
| or4 | 2 | 15.0 |
| nor4 | 6 | 43.8 |
| mux2 | 1 | 11.3 |
| a21oi | 20 | 100 |
| nand2b | 20 | 125 |
| xor2 | 31 | 272 |
| fa | 30 | 601 |
| clkbuf | 11 | 41.3 |
| nor2 | 1 | 3.75 |
| and4 | 2 | 17.5 |
| ha | 2 | 25.0 |
| inv | 4 | 15.0 |
| buf | 38 | 283 |
| a22oi | 20 | 150 |
==> timing repair <==
action | CTS | global route
endpoints found under the setup margin | 5 | 4
buffers inserted | 4 | 0
pin swaps | 33 | 21
hold buffers | 0 | 0
gates resized | 36 | 0
==> area by class of cell <==
| type | instances | area [um^2] |
|---|---|---|
| Multi-Input combinational cell | 181 | 1810 |
| Timing Repair Buffer | 115 | 1110 |
| Fill cell | 268 | 805 |
| Tap cell | 48 | 60.1 |
| Inverter | 4 | 15.0 |
==> where the power goes <==
part | leakage, nW | switching (mW) | total [mW] | internal (mW)
combinational | 1.10 | 0.0346 | 0.0864 | 0.0518
clock | 0 | 0 | 0 | 0
sequential | 0 | 0 | 0 | 0
Power figures rest on the tool's default switching activity, not on a simulated workload.
